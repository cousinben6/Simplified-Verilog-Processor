## /design/flow/config.mk

```make
export PLATFORM = sky130hd
export DESIGN_NAME = multiplier
export DESIGN_NICKNAME = multiplier
export VERILOG_FILES = /design/flow/design.v
export SDC_FILE = /design/flow/constraint.sdc
export NUM_CORES = 4
export LEC_CHECK = 1
export CORE_UTILIZATION = 40
```

## /design/flow/constraint.sdc

```tcl
current_design multiplier

set clk_period 6.9
set clk_io_pct 0.2

create_clock -name clk0 -period $clk_period [get_ports {Clk}]

set non_clock_inputs [all_inputs -no_clocks]
set_input_delay [expr $clk_period * $clk_io_pct] -clock clk0 $non_clock_inputs
set_output_delay [expr $clk_period * $clk_io_pct] -clock clk0 [all_outputs]
```

## /design/flow/design.v

```verilog
module fulladder(x, y, O);
input [15:0] x;
input [15:0] y;
output wire [15:0] O;
assign O = y + x;
endmodule
module multiplier(
input wire [7:0] X,  
input wire [7:0] Y,  
output reg [15:0] O,  
input wire Rst,  
input wire Clk,
output reg Done);
wire [15:0] shift_A;
wire [15:0] add_out;
reg [1:0] state;
reg [7:0] A;
reg [7:0] B;
reg [2:0] C;
shifter u1(.in({8'b0,A}), .N(C), .O(shift_A));
fulladder u2(.x(B[C]?shift_A:16'b0), .y(O), .O(add_out));
always@(posedge Clk)
begin
case (state)
	2'b00:
		begin
		Done=1'b0;
		if (Rst==1)
			begin
			O<=16'b0;
			C<=3'b0;
			A<=X;
			B<=Y;
			state=2'b01;
			end
		else
			begin
			state=2'b00;
			C<=C;
			A<=A;
			B<=B;
			end
		end
	2'b01:
		begin
		Done=1'b0;
			C=C+1'b1;
			state=2'b10;
		end
	2'b10:
		begin
		Done=1'b0;
			O<=add_out;
			if (C==3'b111) state<=2'b11;
			else state<=2'b01;
		end
	2'b11:
	begin
		Done=1'b1;
		state<=2'b0;
	end
	default:
			begin
		Done=1'b0;
		if (Rst==1)
			begin
			O<=16'b0;
			C<=3'b0;
			A<=X;
			B<=Y;
			state=2'b01;
			end
		else
			begin
			state=2'b00;
			C<=C;
			A<=A;
			B<=B;
			end
		end
endcase
end
endmodule
module shifter (in, N, O );
input [15:0] in;
input [2:0] N;
output [15:0] O;
reg [7:0] out_reg;
assign O = out_reg;
always @(N or in) begin
case (N)
7 : out_reg <= { in[7:0],7'b0};
6 : out_reg <= { in[7:0],6'b0};
5 : out_reg <= { in[7:0],5'b0};
4 : out_reg <= { in[7:0],4'b0};
3 : out_reg <= { in[7:0],3'b0};
2 : out_reg <= { in[7:0],2'b0};
1 : out_reg <= { in[7:0],1'b0};
0 : out_reg <= in[7:0];
endcase
end
endmodule
```

## /design/flow/run.sh

```bash
#!/bin/bash
# OpenROAD 26Q1-2900-gdf79404cd8, Yosys 0.63+post, stock flow scripts
make -C /OpenROAD-flow-scripts/flow DESIGN_CONFIG=/design/flow/config.mk WORK_HOME=/design/flow/orfs finish
```

==> flow_summary.yaml <==
# implementation run metrics
die:
  core-area_sq_um: 5070
  placementRows: 26
  die_area_sq_um: 5550
  ios: 35
  dieWidth_um: 74.5
  initCoreUtil: 0.414
  die_y_um: 74.5
clock_network:
  clock_latency_ns: 0.29
  cts.sinks: 38
  ctsLongestPathBuffers: 2
  post_cts.repair.setup_buffers: 0
  cts_root_buf: "clkbuf_8"
  cts-hold-fix-buffers: 0
  post_cts_resized: 0
  cts_tree: "yes"
  h-tree-depth: 2
  clk_pin_slew_worst_paths_ns: 0.07
  cts_buffers: 5
layout:
  design_area_sq_um: 2650
  area_delta_synth_final_pct: 25.8
  final_core_util: 0.521
  fillers: 441
  instances_no_fill: 289
  drive_above_1_share: 0.0776
synthesis:
  async_reset_ff_frac: 0
  syn_inst: 179
  syn-cell-area_sq_um: 2100
  ys.flops: 38
  edf_count: 35
  post_synth_num_cell_types: 43
  ys_chip_area_sq_um: 2100
  ys_seq_frac: 0.528
  ys_cells: 179
  yosysWarnings: 2
  ff_type: "edfxtp_1"
  synth.avg_cell_area_sq_um: 11.8
global_routing:
  grt_pass1_vias: 1458
  grt_start_max_net_pins: 18
  grt_pass1_wl_um: 6530
  grtUsageTotal: 0.161
  antenna_found_initial: 0
  grt_overflow_total: 0
timing:
  relSlewSlack: 0.663
  rsz0062_at_grt: "no"
  max_freq_ghz: 0.281
  setup_tns_ns: 0
  finalCriticalPeriod_ns: 3.56
  final-setup-viol-count: 0
  fin_skew_ns: 0.00403
  worst_pin_slew_ns: 0.505
  post-route-period-util: 0.515
  hold_viol_final: 0
  report.final.slew_viol_count: 0
routing:
  drc_errors: 0
  drt_first_iter_violations: 91
  diodes: 0
  drtAntennaViolNets: 0
  dr_total_vias: 1557
  viasPerCell: 5.39
  drt-total-wl_um: 3980
  drt-pass1-iter-count: 4
  wl_per_cell_um: 13.8
setup_path:
  startpoint_type: "register"
  cp.arrival_ns: 3.60
  worstPathMaxFanout: 10
  ff2ff_setup_slack_ns: 3.34
  end_kind: "register"
  crit_type: "reg -> reg"
  required_ns: 6.95
power_and_ir_drop:
  pwr_density_cell_nw_per_um2: 427
  p_leak_uw: 0.00102
  ir_worst_vdd_mv: 0.193
  finalPower_uw: 1130
flow_run:
  warning_count: 29
  cap_violations: 0
place:
  io_buffers: 34
  dpl-instance-area_sq_um: 2540
  dp.cells: 281
  place_congestion: 0.935
  dpl.hpwl_um: 2960
min_path:
  min_path_type: "reg -> reg"
run_status:
  status: "finished, final reports clean"
-- layout make-up --
type | instances | area, sq um | share of cell area
Sequential cell | 38 | 1110 | 0.420
Timing Repair Buffer | 36 | 355 | 0.134
Tap cell | 70 | 87.6 | 0.0331
Multi-Input combinational cell | 126 | 941 | 0.356
Clock inverter | 3 | 40.0 | 0.0151
Clock buffer | 5 | 68.8 | 0.0260
Inverter | 11 | 41.3 | 0.0156
-- per-layer routing --
metal	track usage	wire [um]	up-vias
li1	-	-	764
met1	0.255	1800	738
met2	0.253	1920	49
met3	0.0302	199	6
met4	0.0210	59	0
met5	0	0	-
-- worst max-delay path, stage by stage, from the launching register on --
cell	delay, ns
edfxtp_1	0.53
clkinv_1	0.27
ha_1	0.34
nor4_1	0.35
a21o_1	0.23
or3_4	0.17
inv_2	0.03
ha_1	0.28
a211oi_1	0.32
o21bai_2	0.16
a22oi_2	0.36
nor3_1	0.09
o21a_1	0.18
-- power breakdown --
group	total [uW]	switching, uW	internal, uW
clock network	184	77.8	106
registers	434	75.3	359
logic	511	252	259
total	1130	405	724
-- cell usage in the layout (no fill, tap or decap), drive strengths merged, types with 4 or more instances in the layout --
cell type      Yosys  routed
clkdlybuf4s50      0      34
a21oi              8       8
nand2              9       9
a222oi             5       5
o21ai              5       5
clkbuf             4       5
o21a               5       5
nor3               5       5
xnor2              4       4
inv               10      10
edfxtp            35      35
nand3              4       4
nor2              19      19
ha                14      14
a21o               8       8
-- stage by stage --
| stage | setup slack (ns) | hold WS [ns] |
|---|---|---|
| 2_1_floorplan | 3.70 | 0.510 |
| 3_3_place_gp | 3.49 | 0.547 |
| 3_5_place_dp | 3.40 | 0.552 |
| 4_1_cts | 3.36 | 0.565 |
| 5_1_grt | 3.09 | 0.611 |
| 6_report | 3.34 | 0.560 |
-- registers in the layout (all words and copies together), names as in the netlist --
name	cells
O	16
A	8
B	8
C	3
state	2
Done	1
-- cell usage after synthesis (all sizes together), types with 4 or more instances --
master / number / share of area
a21o: 8 / 0.029
a21oi: 8 / 0.019
a222oi: 5 / 0.024
clkbuf: 4 / 0.0071
edfxtp: 35 / 0.50
ha: 14 / 0.083
inv: 10 / 0.018
nand2: 9 / 0.016
nand3: 4 / 0.0095
nor2: 19 / 0.034
nor3: 5 / 0.012
o21a: 5 / 0.018
o21ai: 5 / 0.012
xnor2: 4 / 0.017
-- path summary, 6_finish.rpt --
path / from / endpoint / cells past startpoint
min reg2reg: state[1] / Done / 1
max: C[2] / O[13] / 12
min: state[1] / Done / 1
max reg2reg: C[2] / O[13] / 12
-- cells by family after synthesis --
family / synth area share
flops: 0.528
xor+xnor: 0.0291
fa+ha+maj: 0.0928
buf+inv: 0.0268
compound gates: 0.165
simple gates: 0.125
mux: 0.0333
Power figures rest on the tool's default switching activity, not on a simulated workload.
